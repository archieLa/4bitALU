===== ./run.sh =====
#!/bin/bash
# OpenROAD 26Q1-2900-gdf79404cd8, Yosys 0.63+post, stock flow scripts
make -C /OpenROAD-flow-scripts/flow DESIGN_CONFIG=/design/flow/config.mk WORK_HOME=/design/flow/orfs finish

===== ./config.mk =====
export PLATFORM = sky130hd
export DESIGN_NAME = controller
export DESIGN_NICKNAME = controller
export VERILOG_FILES = /design/flow/design.v
export SDC_FILE = /design/flow/constraint.sdc
export NUM_CORES = 4
export LEC_CHECK = 1
export CORE_AREA = 10 10 112 112
export DIE_AREA = 0 0 122 122

===== ./constraint.sdc =====
current_design controller

set clk_period 3.3
set clk_io_pct 0.2

create_clock -name clk0 -period $clk_period [get_ports {advance_signal}]

set non_clock_inputs [all_inputs -no_clocks]
set_input_delay [expr $clk_period * $clk_io_pct] -clock clk0 $non_clock_inputs
set_output_delay [expr $clk_period * $clk_io_pct] -clock clk0 [all_outputs]

===== ./design.v =====
module ALU_4bit(in1, in2, cin, opcode, cout, out);
input [3:0] opcode, in1, in2;
input cin;
output [3:0] out;
output cout;
wire [3:0] add_sub_result;
wire[3:0] or_result;
wire[3:0] and_result;
wire[3:0] xor_result;
wire[3:0] not_result;
wire[3:0] pass_through_result;
wire[3:0] rl_shift_result;
adder_subtr_4bit adder_subtr_module(.in1(in1), .in2(in2), .ci(cin), .sub_select(opcode[0]), .co(cout), .out(add_sub_result));
and_4bit and_module(.in1(in1), .in2(in2), .result(and_result));
 or_4bit or_module(.in1(in1), .in2(in2), .result(or_result));
xor_4bit xor_module(.in1(in1), .in2(in2), .result(xor_result));
not_4bit not_module(.in1(in1), .result(not_result));
passthrough_4bit pass_through_module(.in1(in1), .result(pass_through_result));
rl_shift_4bit shift_module(.in1(in1), .in2(in2), .shift_select(opcode[1:0]), .result(rl_shift_result));
multiplex_4bit multiplex_module(.control(opcode), .add_sub_res(add_sub_result), 
.not_res(not_result), .or_res(or_result), .and_res(and_result), .xor_res(xor_result),
 .l_r_res(rl_shift_result), .pass_through_res(pass_through_result), .out(out));
 endmodule
module adder_subtr_4bit (in1, in2, ci, sub_select, co, out);
input [3:0] in1, in2;
input ci;           
input sub_select;
output reg [3:0] out;
output reg co;
reg [4:0] tmp;
parameter SUB = 1'b1, ADD = 1'b0;
always @(*) begin
  if (sub_select == SUB)
   begin
   tmp = in1 - in2 - ci;
   out = tmp[3:0];
   co = tmp[4];
   end
  else 
    begin
    tmp = in1 + in2 + ci;
    out = tmp[3:0];
    co = tmp[4];
    end
end
endmodule
module and_4bit (in1, in2, result);
input [3:0] in1, in2;
output reg [3:0] result;
always@(*) begin
  result = in1 & in2;
end
endmodule 
module controller(in, out, cout, out_control_display,  advance_signal, reset_signal);
input signed [3:0] in;
input advance_signal;
input reset_signal;
output reg signed [3:0] out;
output reg cout;
output reg [7:0] out_control_display;
reg signed [3:0] inputa;
reg signed [3:0] inputb;
reg carry_in;
reg [3:0] instruction;
wire [3:0] temp_out;
wire temp_cout;
reg helper;
reg [2:0] state;
parameter RESET = 3'b000, LOAD_IN_A = 3'b001, LOAD_IN_B = 3'b010, LOAD_CIN = 3'b011,
LOAD_INSTRUCTION = 3'b100, CALC_OUTPUT = 3'b101;
parameter A = 8'b00001000, B = 8'b00000000, C = 8'b01000110, I = 8'b01001111, O = 8'b01000000, DEFAULT = 8'b11111111;
parameter ZERO_4BIT = 4'b0000, ZERO_1BIT = 1'b0;
parameter ADD = 4'b0100, SUB = 4'b0101;
always@(state) begin
  case (state)
    RESET: begin
    out = ZERO_4BIT;
    cout = ZERO_1BIT;
    out_control_display = DEFAULT;
    end
    LOAD_IN_A: begin
    out = inputa;
    cout = ZERO_1BIT;
    out_control_display = A;  
    end
    LOAD_IN_B: begin
    out = inputb;
    cout = ZERO_1BIT;
    out_control_display = B;
    end
    LOAD_CIN: begin
    out = {3'b000, carry_in};
    cout = ZERO_1BIT;
    out_control_display = C;
    end
    LOAD_INSTRUCTION: begin
    out = instruction;
    cout = ZERO_1BIT;
    out_control_display = I;
    end
    CALC_OUTPUT: begin
    cout = helper;
	out = temp_out;
    out_control_display = O;
    end
  endcase
end
always @(posedge advance_signal or posedge reset_signal) begin
    if (reset_signal) begin
		inputa <= ZERO_4BIT;
		inputb <= ZERO_4BIT;
		carry_in <= ZERO_1BIT;
		instruction <= ZERO_4BIT;
		state <= RESET;
    end
    else begin
        case (state)
            RESET: begin
			inputa <= in;
			state = LOAD_IN_A;
            end
            LOAD_IN_A: begin
            inputb <= in;
			state <= LOAD_IN_B;
            end
            LOAD_IN_B: begin
            carry_in <= in[0];
			state <= LOAD_CIN;
            end
            LOAD_CIN: begin
            instruction <= in;
			state <= LOAD_INSTRUCTION;
            end
            LOAD_INSTRUCTION: begin
			if (instruction == ADD || instruction == SUB) begin
				helper <= temp_cout;
			 end
			 else begin
				helper = ZERO_1BIT; 
			end
			state <= CALC_OUTPUT;
            end
            CALC_OUTPUT: begin
            inputa <= in;
			state <= LOAD_IN_A;  
            end
        endcase
    end
end
ALU_4bit alu(.in1(inputa), .in2(inputb), .cin(carry_in), .opcode(instruction),
 .cout(temp_cout), .out(temp_out));
 endmodule 
module multiplex_4bit(control, add_sub_res, not_res, or_res, and_res, xor_res, l_r_res, pass_through_res, out);
input [3:0] control;
input [3:0] add_sub_res, not_res, or_res, and_res, xor_res, l_r_res, pass_through_res;
output reg [3:0] out;
parameter ADD = 4'b0100, SUB = 4'b0101, NOT = 4'b1000, OR = 4'b1001,
AND = 4'b1010, XOR = 4'b1011, SLL = 4'b1100, SRL = 4'b1101, SRA = 4'b1110,
CPY = 4'b1111;
always@(*) begin
  case (control)
    ADD: out = add_sub_res;
    SUB: out = add_sub_res;
    NOT: out = not_res;
    OR: out = or_res;
    AND: out = and_res;
    XOR: out = xor_res;
    SLL: out = l_r_res;
    SRL: out = l_r_res;
    SRA: out = l_r_res;
    CPY: out = pass_through_res;
    default: out = 4'b0000;
endcase
end
endmodule
module not_4bit (in1, result);
input [3:0] in1;
output reg [3:0] result;
always@(*) begin
  result = ~in1;
end
endmodule 
module or_4bit (in1, in2, result);
input [3:0] in1, in2;
output reg [3:0] result;
always@(*) begin
  result = in1 | in2;
end
endmodule 
module passthrough_4bit (in1, result);
input [3:0] in1;
output reg [3:0] result;
always@(*) begin
  result = in1;
end
endmodule 
module rl_shift_4bit (in1, in2, shift_select, result);
input signed[3:0] in1, in2;
input [1:0] shift_select;
output reg signed[3:0] result;
parameter l_shift = 2'b00, r_shift = 2'b01, r_arithm_shift = 2'b10;
always@(*) begin
case (shift_select)
	l_shift: result = in1 << in2;
	r_shift: result = in1 >> in2;
	r_arithm_shift: result = in1 >>> in2;   
	default: result = in1;
endcase
end
endmodule
module xor_4bit (in1, in2, result);
input [3:0] in1, in2;
output reg [3:0] result;
always@(*) begin
  result = in1 ^ in2;
end
endmodule 

==> impl_metrics.csv <==
group,metric,value,unit
run_status,status,"finished clean",
timing,fmax,0.409,GHz
drt,drcViolationCount,0,
global_route,grt_pass1_wl,8320,um
flow_run,maxCapViolations,0,
die,initCoreUtil,19.1,%
power,ir_worst_vdd,0.134,mV
yosys,synthDistinctLibCells,61,
global_route,grt_usage,6.75,%
yosys,ys.flops,30,
timing,worst_pin_slew,0.781,ns
timing,finalHoldViolations,0,
critical_path,startpoint,"inputb[0]",
drt,detail-route-antenna-nets,0,
critical_path,rr_startpoint,"inputb[0]",
placement,dp_hpwl,3720,um
clock_network,cts_resized,0,
clock_network,cts_root_buffer,"clkbuf_8",
critical_path,required,3.30,ns
drt,vias,1655,
worst_hold_path,min_from,"state[2]",
yosys,synth-edff-count,1,
clock_network,cts_tree,"yes",
critical_path,arrival,2.45,ns
critical_path,r2r_slack,0.86,ns
yosys,adder_share,12.5,%
power,p_leak,0.922,nW
drt,drt_iter0_drc,125,
critical_path,r2r-end,"helper",
clock_network,insertion_delay,0.26,ns
clock_network,cts_setup_buffers,0,
yosys,syn_avg_cell_area,9.07,sq um
clock_network,cts-buffers-inserted,3,
yosys,top_area_cell,"dfrtp_1",
global_route,grt_pass1_vias,1594,
drt,wl_per_cell,13.8,um
yosys,synthXorXnorAreaFrac,2.25,%
layout,syn2layout_area_growth,16.9,%
clock_network,cts_hold_buf,0,
yosys,yosys_cells,215,
placement,gp_congestion,0.906,
placement,port_buffers,18,
clock_network,clk_pin_slew,0.07,ns
die,rows,37,
drt,via_per_inst,4.61,
critical_path,cp-start-kind,"flip-flop",
critical_path,rr_worst_depth,7,
yosys,aoi_share,20.9,%
timing,finalCritPeriodShare,74.1,%
die,ios,19,
yosys,yosysChipArea,1950,sq um
timing,period_needed,2.44,ns
drt,routed_wl,4970,um
worst_hold_path,hp-class,"reg -> reg",
global_route,antenna_found_initial,0,
yosys,synthCells,215,
layout,drive_above_1_share,7.62,%
die,die_area,14900,sq um
yosys,synth.mux.area_fraction,4.30,%
timing,setup_viol_count_final,0,
timing,max_slew_margin,47.8,%
timing,fin_worst_skew,0.00121,ns
timing,tns,0,ns
yosys,top_logic_kind,"AND-OR/OR-AND gates",
timing,untimed_endpoints,23,
flow_run,warnings,33,
global_route,grt_overflow,0,
yosys,ys.flop_type,"dfrtp_1",
yosys,synth_area,1950,sq um
die,fp.dieH,122,um
global_route,grt_max_degree,31,
critical_path,crit_type,"reg -> reg",
yosys,top_area_share,23.1,%
yosys,ys_sh_simple,18.0,%
critical_path,crit_fanout,14,
timing,rsz0062_at_grt,"false",
clock_network,cts.path.max_buffers,2,
drt,drtPass1Iterations,4,
placement,placedCellCount,355,
timing,unclocked_pins,10,
yosys,area_leaders,"dfrtp_1, ha_1, dlxtn_1",
critical_path,cp-end-kind,"flip-flop",
clock_network,cts_max_level,1,
critical_path,setup.worst_path.end,"helper",
layout,filler_cell_count,1078,
die,die-width,122,um
timing,finalMaxSlewViolations,0,
layout,final_cells,359,
die,fp.coreArea,10200,sq um
power,powerDensity,291,nW/um^2
drt,num_antenna_cells,0,
yosys,synthArstFlopShare,63.3,%
yosys,ys_warn_count,9,
==> worst min path at each step <==
stage | cells past startpoint | to | slack, ns
after CTS | 0 | state[5] | 0.58
after global routing | 0 | state[5] | 0.59
final | 0 | state[5] | 0.58
==> final cells by class <==
cell class | instances | area (sq um) | share of cell area (%)
multi-input combinational | 154 | 1130 | 49.7
sequential | 30 | 657 | 28.8
timing repair buffer | 19 | 188 | 8.24
tap | 136 | 170 | 7.47
inverter | 16 | 60.1 | 2.64
clock buffer | 3 | 41.3 | 1.81
clock inverter | 1 | 30.0 | 1.32
==> sequential cells by signal, indices dropped and copies added, names as in the netlist <==
register and flops:
inputb 4, carry_in 1, cout 1, out 4
instruction 4, state 6, out_control_display 5, inputa 4
helper 1
==> synthesized netlist by cell type (2+ instances only) <==
| cell type | instances |
|---|---|
| nor2_1 | 9 |
| nor2b_1 | 4 |
| inv_1 | 15 |
| mux2i_1 | 5 |
| o22ai_1 | 2 |
| xnor2_1 | 4 |
| a32oi_1 | 3 |
| a22o_1 | 2 |
| dfrtp_1 | 18 |
| dlxtn_1 | 10 |
| clkbuf_1 | 5 |
| o21ai_0 | 17 |
| o21ai_1 | 3 |
| a21oi_1 | 9 |
| ha_1 | 13 |
| o31ai_1 | 3 |
| buf_2 | 2 |
| nand3_1 | 4 |
| o221ai_1 | 2 |
| fa_1 | 4 |
| buf_4 | 5 |
| and3_1 | 2 |
| buf_6 | 3 |
| nor4_1 | 2 |
| nand2_1 | 18 |
| nand4_1 | 2 |
| or2_2 | 3 |
| o21a_1 | 3 |
| a222oi_1 | 3 |
| mux2_2 | 3 |
| nand2b_1 | 7 |
==> report_power, final <==
| group | switching, W | total [W] | leakage [nW] | internal (W) |
|---|---|---|---|---|
| combinational | 0.0000744 | 0.000137 | 0.587 | 0.0000628 |
| sequential | 0.0000264 | 0.000284 | 0.300 | 0.000257 |
| clock | 0.0000813 | 0.000243 | 0.0357 | 0.000162 |
| total | 0.000182 | 0.000664 | 0.922 | 0.000482 |
==> stage by stage <==
step / hold slack [ns] / util (%) / total power, W / worst slack, ns / area, sq um
global placement: 0.571 / 21.6 / 0.000424 / 0.911 / 2210
CTS: 0.584 / 22.3 / 0.000666 / 0.853 / 2280
finish: 0.581 / 22.3 / 0.000664 / 0.856 / 2280
detailed placement: 0.566 / 21.6 / 0.000425 / 0.859 / 2210
floorplan: 0.352 / - / 0.000391 / 1.08 / 1950
global route: 0.589 / 22.3 / 0.000704 / 0.679 / 2280
==> cell families after synthesis <==
group | after synthesis
simple gates | 63
compound gates | 60
buf+inv | 31
flops | 20
fa+ha+maj | 17
latches | 10
mux | 8
xor+xnor | 5
other cells | 1
==> worst max-delay path, stage by stage, from the launching register on <==
cell and delay [ns]:
dfrtp_1 0.66, inv_1 0.19, fa_1 0.47, fa_1 0.39, o21a_1 0.18, nor2_1 0.11
xnor2_1 0.12, a21oi_1 0.08
==> layer usage <==
layer | up-vias | routed length [um] | share of wire (%) | GRT usage (%)
met5 | - | 0 | 0 | 0
met4 | 0 | 143 | 2.9 | 1.71
met3 | 10 | 201 | 4.0 | 0.798
met2 | 55 | 2340 | 47 | 11.0
met1 | 803 | 2280 | 46 | 9.32
li1 | 787 | - | - | -
==> layout by cell type (no fill, tap or decap), drive strengths merged, types with 5 or more instances in the layout <==
cell / count
o21ai: 21
ha: 13
nand2: 18
mux2i: 5
nand2b: 7
clkdlybuf4s50: 18
dlxtn: 10
nor2: 9
a21oi: 9
dfrtp: 18
inv: 15
No activity file was given, so power comes from the tool's default toggle rates.
